### flow/design.v
module Mux2_4b
(
  input  logic [3:0] in0,
  input  logic [3:0] in1,
  input  logic       sel,
  output logic [3:0] out
);
  always @(*) begin
    if ( sel == 0 )
      out = in0;
    else
      out = in1;
  end
endmodule
module Adder_4b
(
  input  logic [3:0] a,
  input  logic [3:0] b,
  output logic [3:0] sum
);
  assign sum = a + b;
endmodule
module Reg_4b
(
  input  logic       clk,
  input  logic       reset,
  input  logic       en,
  input  logic [3:0] d,
  output logic [3:0] q
);
  always @( posedge clk ) begin
    if ( reset )
      q <= 4'b0;
    else if ( en )
      q <= d;
  end
endmodule
module ProcDpath
(
  input  logic       clk,
  input  logic       reset,
  input  logic       regA_en,
  input  logic       regA_sel,
  input  logic       regB_en,
  input  logic       regB_sel,
  input  logic [3:0] imm,
  output logic [3:0] result
);
  logic [3:0] adder_out;
  logic [3:0] muxA_out;
  Mux2_4b muxA
  (
    .in0   (imm),
    .in1   (adder_out),
    .sel   (regA_sel),
    .out   (muxA_out)
  );
  logic [3:0] muxB_out;
  Mux2_4b muxB
  (
    .in0   (imm),
    .in1   (adder_out),
    .sel   (regB_sel),
    .out   (muxB_out)
  );
  logic [3:0] regA_out;
  Reg_4b regA
  (
    .clk   (clk),
    .reset (reset),
    .en    (regA_en),
    .d     (muxA_out),
    .q     (regA_out)
  );
  logic [3:0] regB_out;
  Reg_4b regB
  (
    .clk   (clk),
    .reset (reset),
    .en    (regB_en),
    .d     (muxB_out),
    .q     (regB_out)
  );
  Adder_4b adder
  (
    .a     (regA_out),
    .b     (regB_out),
    .sum   (adder_out)
  );
  assign result = adder_out;
endmodule
module ProcCtrl
(
  input  logic       clk,
  input  logic       reset,
  output logic       regA_en,
  output logic       regA_sel,
  output logic       regB_en,
  output logic       regB_sel,
  output logic [3:0] imm,
  output logic [3:0] pc
);
  logic [3:0] pc_reg;
  always @( posedge clk ) begin
    if ( reset )
      pc_reg <= 4'b0;
    else
      pc_reg <= pc_reg + 1;
  end
  assign pc = pc_reg;
  logic [7:0] cs;
  always @(*) begin
    case ( pc_reg )
      4'd0  : cs = 8'h80;
      4'd1  : cs = 8'h21;
      4'd2  : cs = 8'hC0;
      4'd3  : cs = 8'h30;
      4'd4  : cs = 8'hC0;
      4'd5  : cs = 8'h30;
      4'd6  : cs = 8'hC0;
      4'd7  : cs = 8'h00;
      4'd8  : cs = 8'h00;
      4'd9  : cs = 8'h00;
      4'd10 : cs = 8'h00;
      4'd11 : cs = 8'h00;
      4'd12 : cs = 8'h00;
      4'd13 : cs = 8'h00;
      4'd14 : cs = 8'h00;
      4'd15 : cs = 8'h00;
    endcase
  end
  assign regA_en  = cs[7];
  assign regA_sel = cs[6];
  assign regB_en  = cs[5];
  assign regB_sel = cs[4];
  assign imm      = cs[3:0];
endmodule
module Proc
(
  input  logic       clk,
  input  logic       reset,
  output logic [3:0] pc,
  output logic [3:0] result
);
  logic       regA_en;
  logic       regA_sel;
  logic       regB_en;
  logic       regB_sel;
  logic [3:0] imm;
  ProcDpath dpath
  (
    .clk      (clk),
    .reset    (reset),
    .regA_en  (regA_en),
    .regA_sel (regA_sel),
    .regB_en  (regB_en),
    .regB_sel (regB_sel),
    .imm      (imm),
    .result   (result)
  );
  ProcCtrl ctrl
  (
    .clk      (clk),
    .reset    (reset),
    .regA_en  (regA_en),
    .regA_sel (regA_sel),
    .regB_en  (regB_en),
    .regB_sel (regB_sel),
    .imm      (imm),
    .pc       (pc)
  );
endmodule
### flow/run.sh
#!/bin/bash
# OpenROAD 26Q1-2900-gdf79404cd8, Yosys 0.63+post, stock flow scripts
make -C /OpenROAD-flow-scripts/flow DESIGN_CONFIG=/design/flow/config.mk WORK_HOME=/design/flow/orfs finish
### flow/config.mk
export PLATFORM = sky130hd
export DESIGN_NAME = Proc
export DESIGN_NICKNAME = Proc
export VERILOG_FILES = /design/flow/design.v
export SDC_FILE = /design/flow/constraint.sdc
export NUM_CORES = 4
export LEC_CHECK = 1
export CORE_AREA = 10 10 73 73
export DIE_AREA = 0 0 83 83
### flow/constraint.sdc
current_design Proc

set clk_period 2.8
set clk_io_pct 0.2

create_clock -name clk0 -period $clk_period [get_ports {clk}]

set non_clock_inputs [all_inputs -no_clocks]
set_input_delay [expr $clk_period * $clk_io_pct] -clock clk0 $non_clock_inputs
set_output_delay [expr $clk_period * $clk_io_pct] -clock clk0 [all_outputs]
==> flow_metrics.env <==
# flow metrics
export IMPL_post_dp_cell_area_um2=957
export IMPL_synth_edff_count=0
export IMPL_fmax_mhz=378
export IMPL_p_switching_w=0.000124
export IMPL_clkPwrFrac_pct=36.1
export IMPL_cp_required_ns=2.24
export IMPL_worst_ep_arrival_time_ns=2.09
export IMPL_internal_power_w=0.000387
export IMPL_seqPwrFrac_pct=53.2
export IMPL_die_h_um=83
export IMPL_htreeDepth=1
export IMPL_post_cts_buffers=0
export IMPL_areaGrowthSynthToFinish_pct=23.4
export IMPL_grt_ovfl_total=0
export IMPL_port_buffers=9
export IMPL_yosys_cells=85
export IMPL_yosys_area_top_type="dfxtp_1"
export IMPL_synthTopCellsByCount="dfxtp_1, a21oi_1, nand2b_1, nor2_1, nand3_1"
export IMPL_power_leakage_nw=0.379
export IMPL_ant_nets=0
export IMPL_io_pins=10
export IMPL_drive_gt1_share_pct=6.25
export IMPL_first_pass_iters=4
export IMPL_avgSynthCellArea_um2=9.63
export IMPL_period_used_pct=94.5
export IMPL_p_per_area_nw_per_um2=506
export IMPL_top_area_share_pct=41.6
export IMPL_drt_iter0_markers=58
export IMPL_syn_instance_count=85
export IMPL_period_minus_slack_ns=2.65
export IMPL_top_cells_by_area="dfxtp_1, ha_1, nand2b_1, a21oi_1, nor4b_1"
export IMPL_relSlewSlack_pct=72.9
export IMPL_synth_async_reset_ratio_pct=0
export IMPL_clk_path_buf_depth=2
export IMPL_end_kind="output port"
export IMPL_clock_sinks=17
export IMPL_diodes=0
export IMPL_core_area_um2=3740
export IMPL_place_hpwl_mm=1.15
export IMPL_cts_root_buf="clkbuf_8"
export IMPL_setup_viol=0
export IMPL_p_comb_share_pct=10.7
export IMPL_synth_cell_types=28
export IMPL_grt_total_usage_pct=4.60
export IMPL_drcViolationCount=0
export IMPL_antenna_found_initial=0
export IMPL_crit_fanout=5
export IMPL_largest_reg_flops=5
export IMPL_gp_congestion=0.863
export IMPL_path_common_cell="xnor2_1"
export IMPL_switching_share_pct=24.2
export IMPL_crit_chain="ha_1 -> a21o_1 -> a21oi_2 -> xnor2_1 -> xnor2_1 -> clkdlybuf4s50_1"
export IMPL_cts_tree="done"
export IMPL_ff_type="dfxtp_1"
export IMPL_totalNegativeSetupSlack_ns=0
export IMPL_ir_drop_mv=0.360
export IMPL_grt_max_degree=14
export IMPL_hold_viol_final=0
export IMPL_chipArea_um2=6890
export IMPL_clk_pin_slew_ns=0.06
export IMPL_cp_slowest_stage_delay_ns=0.48
export IMPL_wl_per_cell_um=11.0
export IMPL_synth_most_common_cell="dfxtp_1"
export IMPL_ys_chip_area_um2=818
export IMPL_grt_pass1_vias=606
export IMPL_ys_warn_count=3
export IMPL_design_area_um2=1010
export IMPL_numCtsBuffers=3
export IMPL_ys_ff=17
export IMPL_placementRows=22
export IMPL_core_util_floorplan_pct=21.9
export IMPL_openroad_warnings=25
export IMPL_die_width_um=83
export IMPL_via_per_inst=4.46
export IMPL_cp_start_kind="flop"
export IMPL_fin_skew_ns=0.00381
export IMPL_grt_pass1_wl_mm=2.80
export IMPL_rsz0062_at_grt="false"
export IMPL_status="completed"
export IMPL_hp_class="flop to flop"
export IMPL_final_max_slew_viol_count=0
export IMPL_clock_latency_ns=0.25
export IMPL_via_count=642
export IMPL_cts_resized=0
export IMPL_cts_hold_buf=0
export IMPL_cap_violations=0
export IMPL_postSynthSeqShare_pct=41.6
export IMPL_crit_slowest_cell="clkdlybuf4s50_1"
export IMPL_tightest_slew_ns=0.405
export IMPL_syn_cell_area_um2=818
export IMPL_totalWireLength_mm=1.59
export IMPL_path_class="flop to output port"
export IMPL_whs_ns=0.479
area by class of cell:
cell class              count  area [um^2]
inverters                   2         7.51
multi-input cells          63          455
repair buffers             10         97.6
clock inverters             1         7.51
well taps                  48         60.1
clock buffers               3         41.3
flip-flops and latches     17          340
fillers                   411         2730
worst max-delay path: cells and delay by family, from the launching register on:
kind            cells  cell delay [ns]
flops               1             0.34
compound gates      2             0.41
xor+xnor            2             0.31
buf+inv             1             0.48
fa+ha+maj           1             0.30
final timing paths:
kind / startpoint / end / slack [ns] / cells after the start
min: dpath.regA.q[2] / dpath.regA.q[2] / 0.48 / 2
max: dpath.regA.q[1] / result[3] / 0.15 / 6
min reg2reg: dpath.regA.q[2] / dpath.regA.q[2] / 0.48 / 2
max reg2reg: dpath.regA.q[0] / dpath.regA.q[2] / 1.26 / 5
routing by layer:
layer | vias to the layer above | wire length, um | share of wire, % | global-route usage, %
met2 | 15 | 635 | 40 | 6.56
met3 | 2 | 111 | 7.0 | 2.07
met5 | - | 0 | 0 | 0
met1 | 296 | 827 | 52 | 6.39
met4 | 0 | 12 | 0.76 | 0.462
li1 | 329 | - | - | -
stage by stage:
| stage | power [W] | util (%) | setup WS, ns | cells |
|---|---|---|---|---|
| floorplan | 0.000306 | - | 0.926 | 85 |
| global placement | 0.000332 | 25.6 | 0.336 | 140 |
| detailed placement | 0.000332 | 25.6 | 0.297 | 140 |
| CTS | 0.000515 | 26.9 | 0.0298 | 144 |
| global route | 0.000535 | 27.0 | 0.0516 | 144 |
| finish | 0.000511 | 27.0 | 0.154 | 144 |
kinds of logic after synthesis:
family          after synthesis  share of synthesized area (%)
buf+inv                       5                           3.21
fa+ha+maj                     5                           8.56
flops                        17                           41.6
xor+xnor                      6                           6.42
mux                           2                           2.45
compound gates               17                           12.8
simple gates                 33                           24.9
cell usage in the layout (no fill, tap or decap):
| cell type | instances |
|---|---|
| o311ai_1 | 2 |
| xor2_1 | 3 |
| nand2b_1 | 6 |
| or4b_1 | 1 |
| o21ai_1 | 3 |
| nand4b_1 | 2 |
| buf_4 | 1 |
| clkinvlp_4 | 1 |
| nor3_1 | 2 |
| mux2i_1 | 2 |
| and4b_1 | 1 |
| clkdlybuf4s50_1 | 9 |
| nand2_1 | 1 |
| and2b_1 | 1 |
| and3b_1 | 1 |
| nor2b_1 | 2 |
| a211oi_1 | 2 |
| a21o_1 | 3 |
| dfxtp_1 | 17 |
| nor2_1 | 6 |
| nor4b_1 | 3 |
| and3_1 | 1 |
| ha_1 | 4 |
| or3_1 | 1 |
| a21oi_1 | 6 |
| inv_1 | 2 |
| xnor2_1 | 3 |
| nand3_1 | 5 |
| fa_1 | 1 |
| a21oi_2 | 1 |
| clkbuf_8 | 3 |
power groups by stage:
stage         Sequential (W)  Combinational (W)  Clock (W)
CTS                 0.000272          0.0000558   0.000187
finish              0.000272          0.0000549   0.000184
global route        0.000274          0.0000623   0.000198
No activity file was given, so power comes from the tool's default toggle rates.
